[/design/flow/config.mk]
export PLATFORM = sky130hd
export DESIGN_NAME = upf_demo
export DESIGN_NICKNAME = upf_demo
export VERILOG_FILES = /design/flow/design.v
export SDC_FILE = /design/flow/constraint.sdc
export NUM_CORES = 4
export LEC_CHECK = 1
export CORE_UTILIZATION = 30
[/design/flow/design.v]
typedef enum int unsigned
{
  S0,
  S1,
  S2,
  S3,
  S4,
  S5,
  S6,
  S7,
  S8,
  S9
} pmu_fsm_states_e;
module power_control(
  input logic clk,
  input logic reset_n,
  input logic mode,
  input logic mode_req,
  output logic iso_en,
  output logic ret_save,
  output logic ret_restore,
  output logic mode_ack,
  output logic d1_sw_disable);
pmu_fsm_states_e present_state = S0;
pmu_fsm_states_e next_state = S0;
always_ff @(posedge clk or negedge reset_n) begin
  if (!reset_n) begin
    present_state <= S0;
  end else begin
    present_state <= next_state;
  end
end
always_comb begin
  next_state = present_state;
  case (present_state)
    S0: if (0 == mode && 1 == mode_req) next_state = S1;
    S1: if (1) next_state = S2;
    S2: if (1) next_state = S3;
    S3: if (1) next_state = S4;
    S4: if (1) next_state = S5;
    S5: if (1 == mode && 1 == mode_req) next_state = S6;
    S6: if (1) next_state = S7;
    S7: if (1) next_state = S8;
    S8: if (1) next_state = S9;
    S9: if (1) next_state = S0;
  endcase
end
logic w_iso_en;
logic w_ret_save;
logic w_ret_restore;
logic w_mode_ack;
logic w_d1_sw_disable;
always_comb begin
  w_iso_en = 0;
  w_ret_save = 0;
  w_ret_restore = 0;
  w_mode_ack = 0;
  w_d1_sw_disable = 0;
  case (present_state)
    S0: begin
    end
    S1: begin
      w_iso_en = 1;
    end
    S2: begin
      w_iso_en = 1;
      w_ret_save = 1;
    end
    S3: begin
      w_iso_en = 1;
      w_d1_sw_disable = 1;
    end
    S4: begin
      w_iso_en = 1;
      w_d1_sw_disable = 1;
      w_mode_ack = 1;
    end
    S5: begin
      w_iso_en = 1;
      w_d1_sw_disable = 1;
    end
    S6: begin
      w_iso_en = 1;
    end
    S7: begin
      w_iso_en = 1;
      w_ret_restore = 1;
    end
    S8: begin
    end
    S9: begin
      w_mode_ack = 1;
    end
    default: begin
    end
  endcase
end
always_ff @(posedge clk or negedge reset_n) begin
  if (!reset_n) begin
    iso_en <= 0;
    ret_save <= 0;
    ret_restore <= 0;
    mode_ack <= 0;
    d1_sw_disable <= 0;
  end else begin
    iso_en <= w_iso_en;
    ret_save <= w_ret_save;
    ret_restore <= w_ret_restore;
    mode_ack <= w_mode_ack;
    d1_sw_disable <= w_d1_sw_disable;
  end
end
endmodule: power_control
module sum_acc(
  input logic clk,
  input logic reset_n,
  input logic [7:0] in,
  input logic en,
  output logic en_delay,
  output logic [7:0] out);
logic [7:0] acc;
always_ff @(posedge clk or negedge reset_n) begin
  if (!reset_n) begin
    acc <= 0;
  end else if (en) begin
    acc <= acc + in;
  end
end
assign out = acc;
logic en_d;
always_ff @(posedge clk or negedge reset_n) begin
  if (!reset_n) begin
    en_d <= 0;
  end else begin
    en_d <= en;
  end
end
assign en_delay = en_d;
endmodule: sum_acc
module mux(
  input logic [7:0] in_0,
  input logic [7:0] in_1,
  input logic sel,
  output logic [7:0] out);
assign out = sel ? in_1 : in_0;
endmodule: mux
module clk_gate(
  input logic clk_in,
  input logic en_n,
  output logic clk_out);
logic en_clk;
always_latch begin
  if (~clk_in) begin
    en_clk <= ~en_n;
  end
end
assign clk_out = clk_in & en_clk;
endmodule: clk_gate
module upf_demo(
  input logic clk,
  input logic reset_n,
  input logic [7:0] in,
  input logic en,
  input logic mode,
  input logic mode_req,
  output logic mode_ack,
  output logic [7:0] out);
logic w_en_delay;
logic [7:0] w_out_0;
logic [7:0] w_out_1;
logic w_gated_clk;
logic en_1;
logic w_iso_en;
logic w_ret_save;
logic w_ret_restore;
logic w_d1_sw_disable;
sum_acc sum_acc_0(
  .clk(clk),
  .reset_n(reset_n),
  .in(in),
  .en(en),
  .en_delay(w_en_delay),
  .out(w_out_0));
clk_gate clk_gate_0(
  .clk_in(clk),
  .en_n(w_iso_en),
  .clk_out(w_gated_clk));
assign en_1 = w_en_delay & mode;
sum_acc sum_acc_1(
  .clk(w_gated_clk),
  .reset_n(reset_n),
  .in(w_out_0),
  .en(en_1),
  .en_delay(),
  .out(w_out_1));
mux mux_0(
  .in_0(w_out_0),
  .in_1(w_out_1),
  .sel(mode),
  .out(out));
power_control power_control_0(
  .clk(clk),
  .reset_n(reset_n),
  .mode(mode),
  .mode_req(mode_req),
  .iso_en(w_iso_en),
  .ret_save(w_ret_save),
  .ret_restore(w_ret_restore),
  .mode_ack(mode_ack),
  .d1_sw_disable(w_d1_sw_disable));
endmodule: upf_demo
[/design/flow/run.sh]
#!/bin/bash
# OpenROAD 26Q1-2900-gdf79404cd8, Yosys 0.63+post, stock flow scripts
make -C /OpenROAD-flow-scripts/flow DESIGN_CONFIG=/design/flow/config.mk WORK_HOME=/design/flow/orfs finish
[/design/flow/constraint.sdc]
current_design upf_demo

set clk_period 5.9
set clk_io_pct 0.2

create_clock -name clk0 -period $clk_period [get_ports {clk}]

set non_clock_inputs [all_inputs -no_clocks]
set_input_delay [expr $clk_period * $clk_io_pct] -clock clk0 $non_clock_inputs
set_output_delay [expr $clk_period * $clk_io_pct] -clock clk0 [all_outputs]
==> summary.rpt <==
======================================================================================
Hold Crit Class .........................................................    reg2latch
Yosys stat area .........................................................   1600 sq um
Placed wire-length estimate .............................................      2290 um
Number of distinct standard cells referenced by the synthesized netlist .           37
Flop and latch count out of synthesis ...................................           24
Post CTS Setup Buffer Count .............................................            0
Number of pins with negative max-slew slack in the final report .........            0
Final worst clock skew ..................................................      9.89 ps
Post-route antenna net violation count ..................................            0
Placement-stage cell area ...............................................   1880 sq um
Switching power .........................................................     0.387 mW
Delay of the slowest cell on the worst path .............................       810 ps
Final global-route overflow total .......................................            0
Cell count in the Yosys report ..........................................          159
Power Density ...........................................................  519 nW/um^2
Series of cell instances along the critical path ........................ clkdlybuf4s50_1 -> mux2_2 -> clkdlybuf4s50_1
Per-cell via count in the routed design .................................         4.86
Relative contribution of combinational cells to total power .............        50.9%
Startpoint kind of the worst setup timing path ..........................   input port
List of most frequent post-synthesis cells .............................. sky130_fd_sc_hd__dfrtp_1, sky130_fd_sc_hd__mux2_2, sky130_fd_sc_hd__a21oi_1, sky130_fd_sc_hd__ha_1, sky130_fd_sc_hd__nand2_1
Post-Syn Instances ......................................................          159
Number of hold violations in the final report ...........................            0
Final worst-path cycle share ............................................        67.3%
Iteration-0 DRC count of the detailed router ............................           43
Post-layout min period ..................................................      3970 ps
Type of the worst setup path ............................................       in2out
Maxcap violations .......................................................            0
Proportion of layout cells with a drive suffix above 1 ..................        18.1%
RR Startpoint ........................................................... power_control_0.iso_en$_DFF_PN0_
Post-route cell area ....................................................   2050 sq um
Cell repeated most along the worst path ................................. sky130_fd_sc_hd__clkdlybuf4s50_1
Pin count of the biggest net entering global routing ....................           24
Aggregate global-route resource usage ...................................        13.3%
Fill cell instance count of the final layout ............................          498
CTS Hold Buffers Added ..................................................            0
Share of total power consumed by net switching ..........................        36.4%
DRT Wirelength ..........................................................      3200 um
Tool warning count ......................................................           25
Clock latency of the later-clocked register in the worst-skew pair ......       570 ps
Die area ................................................................   5620 sq um
Number of flops mapped to enable cells by yosys .........................            0
Initial core utilization ................................................        31.3%
Worst Min Path Start .................................................... power_control_0.iso_en$_DFF_PN0_
Routability-driven placement congestion ratio ...........................        0.809
Number of rows created at floorplan .....................................           26
Leakage power total .....................................................     0.888 nW
Cell accounting for the most synthesized area ........................... sky130_fd_sc_hd__dfrtp_1
Width of the die ........................................................      75.0 um
Final setup viols .......................................................            0
Vias ....................................................................         1253
Synth-to-layout area growth .............................................        28.1%
Sum Neg Setup Slack .....................................................         0 ps
Achievable clock frequency ..............................................    0.252 GHz
Worst-Margin Slew .......................................................       540 ps
Via count of the first global-routing pass ..............................         1142
Sequential cell area ....................................................    591 sq um
Async set-or-reset flop fraction in the synthesized netlist .............        95.8%
Critical Path Source ....................................................         mode
Run status .............................................................. finished clean
Unrepaired setup endpoints after global routing .........................        false
Largest vdd supply drop .................................................     0.239 mV
Post-detailed-route DRC marker count ....................................            0
Post-synthesis instance area ............................................   1600 sq um
Wire length of the first global-routing pass ............................      5400 um
Data required time at the worst endpoint ................................      4720 ps
Most area-consuming cells after synthesis ............................... sky130_fd_sc_hd__dfrtp_1, sky130_fd_sc_hd__mux2_2, sky130_fd_sc_hd__ha_1, sky130_fd_sc_hd__a21oi_1, sky130_fd_sc_hd__o21ai_0
Critical-path top delay cell ............................................ sky130_fd_sc_hd__clkdlybuf4s50_1
Most frequently used cell type in the post-synthesis netlist ............ sky130_fd_sc_hd__dfrtp_1
Clock tree from TritonCTS ...............................................        built
Share of Yosys cell area claimed by the top area cell type ..............        36.0%
Mean instance size in the synthesized netlist ...........................   10.0 sq um
Critical path capture point type ........................................ primary output
Antenna violations before repair ........................................            0
Crit path arrival time ..................................................      2790 ps
Vertical die size .......................................................      75.0 um
Relative slew slack .....................................................        63.9%
Clock group share of total power ........................................        21.4%
Internal power consumption ..............................................     0.676 mW
Worst Path Max Fanout ...................................................           11
Register clock-pin slew on the reported worst setup and hold paths ......        60 ps
Resized Gates After CTS .................................................            0
Core Box Area ...........................................................   5110 sq um
Routed WL per cell ......................................................      12.4 um
Logic area ..............................................................    967 sq um
Syn. warnings ...........................................................            3
Top Ports ...............................................................           22
1st-pass router iterations ..............................................           13
Number of I/O port buffers ..............................................           21
Sequential Power Share ..................................................        27.7%
Antenna diodes ..........................................................            0
Primary FF master, synth ................................................ sky130_fd_sc_hd__dfrtp_1
======================================================================================
-- cell families after synthesis --
family                     count (synthesis)  share of synthesized area, %
AOI/OAI and AO/OA                         44                          17.4
and+or+nand+nor                           36                          11.2
DFF                                       23                          36.0
muxes                                     17                          11.9
adders and majority gates                 16                          13.5
xor gates and xnor gates                  12                          6.58
buffers and inverters                     10                          2.51
latches                                    1                         0.939
-- power groups by stage --
stage	Sequential [mW]	Combinational (mW)	Clock, mW
after global routing	0.313	0.618	0.248
final	0.295	0.541	0.227
after CTS	0.298	0.546	0.235
-- metal layers --
metal  vias up  track usage (%)  wire (um)
li1        631                -          -
met1       584             20.0       1630
met2        35             18.4       1340
met3         3             5.83        214
met4         0             1.89         24
met5         -                0          0
-- flip-flops by register name, summed over array words and instances, names as in the netlist --
register and cells:
sum_acc_0.acc 8, power_control_0.mode_ack 1, power_control_0.present_state 4, clk_gate_0.en_clk 1, sum_acc_0.en_d 1, power_control_0.iso_en 1
sum_acc_1.acc 8
-- final cells by class --
type	count	share of cell area (%)
multi-input cells	125	47.2
repair buffers	22	10.6
inverters	5	0.917
clock buffers	12	8.07
well taps	70	4.28
flip-flops and latches	24	28.9
-- worst paths after layout --
check                                               end  slack [ps]  cells after the start
max                                              out[4]        1930                      3
min                        clk_gate_0.en_clk$_DLATCH_N_         450                      1
max reg2reg                clk_gate_0.en_clk$_DLATCH_N_        2610                      1
min reg2reg                clk_gate_0.en_clk$_DLATCH_N_         450                      1
max in group gated                           clock gate        2140                      0
max in group asynchronous  sum_acc_0.acc[3]$_DFFE_PN0P_        4700                      2
min in group gated                           clock gate         640                      0
min in group asynchronous  sum_acc_1.acc[5]$_DFFE_PN0P_         960                      2
-- worst max-delay path, delay by kind of cell --
family / cells / cell delay, ps
multiplexers: 1 / 400
buffers and inverters: 2 / 1200
-- cell usage in the layout, fill, tap and decap left out, drive strengths merged --
cell	n
ha	14
nor3	2
inv	5
xor2	6
a21o	5
nand2	13
a221oi	1
mux2	16
nand2b	2
mux2i	1
clkdlybuf4s50	21
nor2	7
fa	2
a32o	1
and3	1
nor2b	2
a21oi	15
o21ai	12
or3	1
nand4	1
nand3b	1
buf	1
clkbuf	12
a211oi	4
or3b	1
a31oi	2
nand3	1
dlxtn	1
xnor2	6
dfrtp	23
a31o	2
nor3b	3
and2	1
o21bai	2
-- through the flow --
step           worst slack [ps]  power [mW]  util [%]  cells  hold WS [ps]
6_report                   1930        1.06      40.1    258           449
5_1_grt                    1830        1.18      40.1    258           460
4_1_cts                    1930        1.08      40.1    258           449
3_5_place_dp               1930       0.845      36.8    246           229
3_3_place_gp               1950       0.844      36.8    246           227
2_1_floorplan              2580       0.701         -    159           226
No activity file was given, so power comes from the tool's default toggle rates.
